==> ./run.sh <==
#!/bin/bash
# OpenROAD 26Q1-2900-gdf79404cd8, Yosys 0.63+post, stock flow scripts
make -C /OpenROAD-flow-scripts/flow DESIGN_CONFIG=/design/flow/config.mk WORK_HOME=/design/flow/orfs finish
==> ./config.mk <==
export PLATFORM = sky130hd
export DESIGN_NAME = RegisterFile
export DESIGN_NICKNAME = RegisterFile
export VERILOG_FILES = /design/flow/design.v
export SDC_FILE = /design/flow/constraint.sdc
export NUM_CORES = 4
export LEC_CHECK = 1
export CORE_UTILIZATION = 50
==> ./constraint.sdc <==
current_design RegisterFile

set clk_period 13.0
set clk_io_pct 0.2

create_clock -name clk0 -period $clk_period [get_ports {clk}]

set non_clock_inputs [all_inputs -no_clocks]
set_input_delay [expr $clk_period * $clk_io_pct] -clock clk0 $non_clock_inputs
set_output_delay [expr $clk_period * $clk_io_pct] -clock clk0 [all_outputs]
==> ./design.v <==
`timescale 1ns / 1ps
module DECODER5to32(
    input [4:0] D_addr,
    input load_enable,
    output reg [31:0] load_enable_decoder_output
    );
    always @(*) 
    begin
        if(load_enable == 0) begin
            load_enable_decoder_output = 0;
        end
        else begin
            case(D_addr)
            5'd0:
              load_enable_decoder_output = 32'h1;
            5'd1:
              load_enable_decoder_output = 32'h2;
            5'd2:
              load_enable_decoder_output = 32'h4;
            5'd3:
              load_enable_decoder_output = 32'h8;
            5'd4:
              load_enable_decoder_output = 32'h10;
            5'd5:
              load_enable_decoder_output = 32'h20;
            5'd6:
              load_enable_decoder_output = 32'h40;
            5'd7:
              load_enable_decoder_output = 32'h80;
            5'd8:
              load_enable_decoder_output = 32'h100;
            5'd9:
              load_enable_decoder_output = 32'h200;
            5'd10:
              load_enable_decoder_output = 32'h400;
            5'd11:
              load_enable_decoder_output = 32'h800;
            5'd12:
              load_enable_decoder_output = 32'h1000;
            5'd13:
              load_enable_decoder_output = 32'h2000;
            5'd14:
              load_enable_decoder_output = 32'h4000;
            5'd15:
              load_enable_decoder_output = 32'h8000;
            5'd16:
              load_enable_decoder_output = 32'h10000;
            5'd17:
              load_enable_decoder_output = 32'h20000;
            5'd18:
              load_enable_decoder_output = 32'h40000;
            5'd19:
              load_enable_decoder_output = 32'h80000;
            5'd20:
              load_enable_decoder_output = 32'h100000;
            5'd21:
              load_enable_decoder_output = 32'h200000;
            5'd22:
              load_enable_decoder_output = 32'h400000;
            5'd23:
              load_enable_decoder_output = 32'h800000;
            5'd24:
              load_enable_decoder_output = 32'h1000000;
            5'd25:
              load_enable_decoder_output = 32'h2000000;
            5'd26:
              load_enable_decoder_output = 32'h4000000;
            5'd27:
              load_enable_decoder_output = 32'h8000000;
            5'd28:
              load_enable_decoder_output = 32'h10000000;
            5'd29:
              load_enable_decoder_output = 32'h20000000;
            5'd30:
              load_enable_decoder_output = 32'h40000000;
            5'd31:
              load_enable_decoder_output = 32'h80000000;
            endcase
        end
    end
endmodule
`timescale 1ns / 1ps
module MUX5to32#(parameter data_width = 32, parameter depth = 32)(  
    input [depth*data_width-1:0] mux_input,
    input [$clog2(depth)-1:0] select,
    output reg [data_width-1:0] mux_out
  );
  wire [data_width -1:0] mux_in_wire [depth-1:0];  
  genvar i;
  generate  
    for (i = 0; i<depth; i = i +1) begin
      assign mux_in_wire[i] = mux_input[(i*data_width + data_width-1):(i*data_width)];
    end
  endgenerate
  always @(*) begin
    case(select)
      5'd0:
        mux_out = mux_in_wire[0];
      5'd1:
        mux_out = mux_in_wire[1];
      5'd2:
        mux_out = mux_in_wire[2];
      5'd3:
        mux_out = mux_in_wire[3];
      5'd4:
        mux_out = mux_in_wire[4];
      5'd5:
        mux_out = mux_in_wire[5];
      5'd6:
        mux_out = mux_in_wire[6];
      5'd7:
        mux_out = mux_in_wire[7];
      5'd8:
        mux_out = mux_in_wire[8];
      5'd9:
        mux_out = mux_in_wire[9];
      5'd10:
        mux_out = mux_in_wire[10];
      5'd11:
        mux_out = mux_in_wire[11];
      5'd12:
        mux_out = mux_in_wire[12];
      5'd13:
        mux_out = mux_in_wire[13];
      5'd14:
        mux_out = mux_in_wire[14];
      5'd15:
        mux_out = mux_in_wire[15];
      5'd16:
        mux_out = mux_in_wire[16];
      5'd17:
        mux_out = mux_in_wire[17];
      5'd18:
        mux_out = mux_in_wire[18];
      5'd19:
        mux_out = mux_in_wire[19];
      5'd20:
        mux_out = mux_in_wire[20];
      5'd21:
        mux_out = mux_in_wire[21];
      5'd22:
        mux_out = mux_in_wire[22];
      5'd23:
        mux_out = mux_in_wire[23];
      5'd24:
        mux_out = mux_in_wire[24];
      5'd25:
        mux_out = mux_in_wire[25];
      5'd26:
        mux_out = mux_in_wire[26];
      5'd27:
        mux_out = mux_in_wire[27];
      5'd28:
        mux_out = mux_in_wire[28];
      5'd29:
        mux_out = mux_in_wire[29];
      5'd30:
        mux_out = mux_in_wire[30];
      5'd31:
        mux_out = mux_in_wire[31];
    endcase
  end
endmodule
`timescale 1ns / 1ps
module REG_32bit(  
    input clk,
    input rst,
    input load_enable,
    input [31:0] data_in,
    output [31:0] data_out
  );
  genvar i;
  generate
    for (i= 0;i<32; i = i+1) begin
      REG_bit REG_bit_inst(.clk(clk),.rst(rst),.load_enable(load_enable),.d(data_in[i]),.q(data_out[i]));
    end
  endgenerate
endmodule
`timescale 1ns / 1ps
module REG_bit(  
    input clk,
    input rst,
    input load_enable,
    input d,
    output reg q
  );
  always @(negedge clk) begin
    if(rst == 0) begin
      q <= 0;
    end
    else if (load_enable) begin
      q <= d;
    end
  end
 endmodule
`timescale 1ns / 1ps
module RegisterFile#(
    parameter data_width = 32,
    parameter depth = 32
  )
  (
    input clk,
    input load_enable,
    input rst,  
    input [$clog2(depth)-1:0]	D_addr,
    input [$clog2(depth)-1:0]	A_select,
    input [$clog2(depth)-1:0]	B_select,
    input [data_width-1:0] D_data,
    output [data_width-1:0] A_data,
    output [data_width-1:0] B_data
  );
  wire [data_width*depth-1:0] data_out;
  wire [depth-1:0] load_enable_decoder_output;
  genvar i;
  generate  
    for (i= 0;i<depth; i = i+1) begin
      REG_32bit REG_32bit_inst(.clk(clk),.rst(rst),.load_enable(load_enable_decoder_output[i]),.data_in(D_data),.data_out(data_out[data_width-1+data_width*i:data_width*i]));
    end
  endgenerate
  DECODER5to32 decoder5to32_inst(.D_addr(D_addr),.load_enable(load_enable),.load_enable_decoder_output(load_enable_decoder_output));
  MUX5to32 muxA_inst(.mux_input(data_out),.select(A_select),.mux_out(A_data));
  MUX5to32 muxB_inst(.mux_input(data_out),.select(B_select),.mux_out(B_data));
endmodule
==> flow_metrics.tcl <==
# implementation run metrics
set metrics [dict create \
    status "finished, final reports clean" \
    warning_count 1083 \
    antenna_found_initial 44 \
    power_density_nw_per_um2 135 \
    end_kind "output port" \
    crit_type "reg2out" \
    peakVddDrop_uv 136 \
    io_buffers 113 \
    reg.largest.list "genblk1.REG_32bit_inst.genblk1.REG_bit_inst.q: 1024 flops" \
    slowest_stage "o21ai_0" \
    core_area_um2 106000 \
    rsz0062_at_grt "false" \
    ys_cells 7250 \
    holdBufCountCts 0 \
    first_global_vias 63500 \
    htree_num_levels 3 \
    top_register "genblk1.REG_32bit_inst.genblk1.REG_bit_inst.q" \
    post_cts_resized 0 \
    drv_slew 0 \
    crit_family "AND-OR/OR-AND gates" \
    async_reset_ff_share_pct 0 \
    syn_area_um2 53700 \
    routed_via_density 7.23 \
    dr.pass1.iters 10 \
    dpl.hpwl_um 199000 \
    power.leakage_nw 25.4 \
    postCtsSetupBuffers 0 \
    synth_chip_area_um2 53700 \
    final_layout_size_suffix_gt1_share_pct 7.81 \
    maxCapViolCount 0 \
    seqCellArea_um2 20500 \
    cts_tree "built" \
    syn_inst 7250 \
    num_rows 119 \
    drc 0 \
    ant_nets 0 \
    fp.dieW_um 330 \
    initial_core_util_pct 50.7 \
    skew_ns 0 \
    ff_type "dfxtp_1" \
    globalRouteOverflowTotal 0 \
    grt_pass1_wl_um 473000 \
    setup_violations 0 \
    worstPathBufferInverterCount 1 \
    cp.required_ns 10.40 \
    synthToLayoutAreaGrowth_pct 20.5 \
    finalPower_mw 8.72 \
    io_pins 114 \
    post_drt_wl_per_cell_um 36.5 \
    vias 69600 \
    clk_pin_slew_ns 0.03 \
    maxSlewHeadroom_pct 20.6 \
    crit_chain "and4_1 -> o21ai_0 -> o211ai_1 -> or4_1 -> o32a_1 -> clkdlybuf4s50_1" \
    globalRouteTotalUtil_pct 65.2 \
    dieHeight_um 330 \
    cts.path.max_buffers 3 \
    post-place-ws_ns 0.601 \
    yosysWarnings 3 \
    synth-seq-area-share_pct 38.2 \
    hold_viol 0 \
    cp_max_fo 3 \
    wirelength_um 351000 \
    fin_setup_tns_ns 0 \
    worst_slack_ns 0.109 \
    dr.first_iter.drc_count 12100 \
    synth_flop_count 1024 \
    placed_cells 8307 \
    cts_sinks 1024 \
    syn_avg_cell_area_um2 7.41 \
    cpPeakStageDelay_ns 0.76 \
    comb_area_um2 30500 \
    cts_buffers 117 \
    clk-insertion-delay-late_ns 0.74 \
    worst_pin_slew_ns 1.19 \
    cp.arrival_ns 10.29 \
    largest_reg_flops 1024 \
    globalplace.congestion 1.09 \
    synthDistinctLibCells 70 \
    clockRootBuffer "clkbuf_16" \
    fin_cells 9625 \
    holdCritPathClass "reg2reg" \
    fin_util_pct 61.1 \
    grt_max_degree 175 \
    cp-start-kind "register" \
    fillCellCount 9249 \
    edf_count 0 \
    chipArea_um2 109000 \
]
synth_stat cells, drive strengths merged, types with 4 or more instances:
library cell	count	share of area (%)
a32oi	14	0.23
o32a	39	0.73
nor3b	7	0.14
a221o	5	0.093
a222oi	16	0.30
nand2b	15	0.17
nand4	273	3.2
a2111oi	59	1.0
buf	191	2.2
nand3b	17	0.24
nand2	2103	15
dfxtp	1024	38
a22o	29	0.47
mux2i	9	0.17
a221oi	8	0.13
and2	21	0.24
clkbuf	562	3.9
a21boi	1028	14
or4	37	0.52
nand3	990	9.2
o21ai	14	0.13
and3	172	2.0
mux2	4	0.084
nor4	24	0.28
a22oi	302	4.2
nor2b	15	0.20
a31oi	24	0.28
and4	30	0.49
or3	5	0.058
and3b	6	0.098
nor3	37	0.38
nor2	112	0.82
a21oi	23	0.21
tightest hold or removal path: stages, from the launching register on:
cell and delay, ns:
dfxtp_1 0.30, nand2_1 0.05, a21boi_0 0.06
cell usage in the layout (no fill, tap or decap), types with 24 or more instances in the layout:
cell             netlist  final
nand2_1             2103   2077
inv_1                  3   1056
a21boi_0            1028   1028
dfxtp_1             1024   1024
nand3_1              990    982
a22oi_1              302    302
nand4_1              273    273
buf_4                 11    267
and3_1               170    169
clkbuf_16              0    119
clkdlybuf4s50_1        0    104
diode_2                0     86
a2111oi_0             52     52
nor2_1               103     51
o32a_1                39     39
buf_12                 0     39
or4_1                 37     37
nor2_4                 0     31
nor2_2                 9     30
and4_1                30     30
a22o_1                29     29
nand2_2                0     26
clkinvlp_2             0     26
bufinv_16              0     25
nor4_1                24     24
a31oi_1               24     24
path summary, 6_finish.rpt:
path	from	endpoint	slack (ns)	cells past startpoint
worst max register to register	register	register	12.09	2
worst min-delay path	register	register	0.47	2
worst min register to register	register	register	0.47	2
worst max-delay path	register	B_data[16]	0.11	6
metrics by stage:
stage	area, um^2	hold WS, ns
detailed placement	56600	0.466
global route	64500	0.494
floorplan	53700	0.443
CTS	64500	0.470
global placement	56600	0.462
finish	64700	0.474
where the power goes:
part	leakage, nW	internal (mW)	total [mW]	switching (mW)
clock network	7.48	2.56	4.86	2.30
logic	9.65	0.136	0.652	0.515
registers	8.25	3.19	3.21	0.0232
total	25.4	5.88	8.72	2.84
logic make-up after synthesis:
logic type,synth area share (%)
buffers and inverters,6.10
AOI/OAI and AO/OA,22.5
and+or+nand+nor,33.0
muxes,0.252
DFF,38.2
metal layers:
metal  up-vias  share of wire [%]  GRT usage [%]
met2      7743                 35           76.7
met1     31900                 33           75.6
met5         -               0.38           13.7
met4        54                 10           50.2
li1      27300                  -              -
met3      2620                 21           51.5
final cells by class:
type                    instances  area share, %
diodes                         86          0.333
clock buffers                 119           4.60
clock inverters              1114           7.57
inverters                       2         0.0116
multi-input cells            5470           47.1
flip-flops and latches       1024           31.7
well taps                    1391           2.69
repair buffers                419           6.00
Power figures rest on the tool's default switching activity, not on a simulated workload.
