### /design/flow/config.mk
export PLATFORM = sky130hd
export DESIGN_NAME = shifter
export DESIGN_NICKNAME = shifter
export VERILOG_FILES = /design/flow/design.v
export SDC_FILE = /design/flow/constraint.sdc
export NUM_CORES = 4
export LEC_CHECK = 1
export CORE_UTILIZATION = 50
### /design/flow/constraint.sdc
current_design shifter

set clk_period 11.6
set clk_io_pct 0.2

create_clock -name clk0 -period $clk_period

set non_clock_inputs [all_inputs -no_clocks]
set_input_delay [expr $clk_period * $clk_io_pct] -clock clk0 $non_clock_inputs
set_output_delay [expr $clk_period * $clk_io_pct] -clock clk0 [all_outputs]
### /design/flow/design.v
`timescale 1ns / 1ps
module barrel_arith_shift(
       input [31:0] A,
        input [4:0] shamt,
        output reg [31:0] out 
    );
wire msb;
assign msb = A[31];
    always @(*)
        begin
            case(shamt)
                5'd0 : out = {A[31:0]};
                5'd1 : out = {{1{msb}}, A[31:1]}; 
                5'd2 : out = {{2{msb}}, A[31:2]}; 
                5'd3 : out = {{3{msb}}, A[31:3]}; 
                5'd4 : out = {{4{msb}}, A[31:4]}; 
                5'd5 : out = {{5{msb}}, A[31:5]}; 
                5'd6 : out = {{6{msb}}, A[31:6]}; 
                5'd7 : out = {{7{msb}}, A[31:7]}; 
                5'd8 : out = {{8{msb}}, A[31:8]}; 
                5'd9 : out = {{9{msb}}, A[31:9]}; 
                5'd10 : out = {{10{msb}}, A[31:10]}; 
                5'd11 : out = {{11{msb}}, A[31:11]}; 
                5'd12 : out = {{12{msb}}, A[31:12]}; 
                5'd13 : out = {{13{msb}}, A[31:13]}; 
                5'd14 : out = {{14{msb}}, A[31:14]}; 
                5'd15 : out = {{15{msb}}, A[31:15]}; 
                5'd16 : out = {{16{msb}}, A[31:16]}; 
                5'd17 : out = {{17{msb}}, A[31:17]}; 
                5'd18 : out = {{18{msb}}, A[31:18]}; 
                5'd19 : out = {{19{msb}}, A[31:19]}; 
                5'd20 : out = {{20{msb}}, A[31:20]};
                5'd21 : out = {{21{msb}}, A[31:21]};
                5'd22 : out = {{22{msb}}, A[31:22]}; 
                5'd23 : out = {{23{msb}}, A[31:23]};
                5'd24 : out = {{24{msb}}, A[31:24]};
                5'd25 : out = {{25{msb}}, A[31:25]};
                5'd26 : out = {{26{msb}}, A[31:26]};
                5'd27 : out = {{27{msb}}, A[31:27]};
                5'd28 : out = {{28{msb}}, A[31:28]};
                5'd29 : out = {{29{msb}}, A[31:29]}; 
                5'd30 : out = {{30{msb}}, A[31:30]};
                5'd31 : out = {{31{msb}}, A[31]};
    endcase 
    end
endmodule
`timescale 1ns / 1ps
module barrel_shifter_left(
        input [31:0] A,
        input [4:0] shamt,
        output reg [31:0] out 
    );
    always @(*)
        begin
            case(shamt)
                5'd0 : out = {A[31:0]};
                5'd1 : out = {A[30:0], 1'd0};   
                5'd2 : out = {A[29:0], 2'd0};   
                5'd3 : out = {A[28:0], 3'd0};   
                5'd4 : out = {A[27:0], 4'd0};   
                5'd5 : out = {A[26:0], 5'd0};   
                5'd6 : out = {A[25:0], 6'd0};   
                5'd7 : out = {A[24:0], 7'd0};   
                5'd8 : out = {A[23:0], 8'd0};   
                5'd9 : out = {A[22:0], 9'd0};   
                5'd10 : out = {A[21:0], 10'd0}; 
                5'd11 : out = {A[20:0], 11'd0}; 
                5'd12 : out = {A[19:0], 12'd0}; 
                5'd13 : out = {A[18:0], 13'd0}; 
                5'd14 : out = {A[17:0], 14'd0}; 
                5'd15 : out = {A[16:0], 15'd0};
                5'd16 : out = {A[15:0], 16'd0};
                5'd17 : out = {A[14:0], 17'd0};
                5'd18 : out = {A[13:0], 18'd0}; 
                5'd19 : out = {A[12:0], 19'd0};
                5'd20 : out = {A[11:0], 20'd0};
                5'd21 : out = {A[10:0], 21'd0};
                5'd22 : out = {A[9:0], 22'd0};
                5'd23 : out = {A[8:0], 23'd0};
                5'd24 : out = {A[7:0], 24'd0};
                5'd25 : out = {A[6:0], 25'd0}; 
                5'd26 : out = {A[5:0], 26'd0};
                5'd27 : out = {A[4:0], 27'd0};
                5'd28 : out = {A[3:0], 28'd0};
                5'd29 : out = {A[2:0], 29'd0};
                5'd30 : out = {A[1:0], 30'd0};
                5'd31 : out = {A[0], 31'd0};       
    endcase 
    end
endmodule
module barrel_shifter_right(
        input [31:0] A,
        input [4:0] shamt,
        output reg [31:0] out 
    );
    always @(*)
        begin
            case(shamt)
                5'd0 : out = {A[31:0]};
                5'd1 : out = {1'd0, A[31:1]}; 
                5'd2 : out = {2'd0, A[31:2]};
                5'd3 : out = {3'd0, A[31:3]};
                5'd4 : out = {4'd0, A[31:4]};
                5'd5 : out = {5'd0, A[31:5]}; 
                5'd6 : out = {6'd0, A[31:6]};
                5'd7 : out = {7'd0, A[31:7]};
                5'd8 : out = {8'd0, A[31:8]};
                5'd9 : out = {9'd0, A[31:9]};
                5'd10 : out = {10'd0, A[31:10]};
                5'd11 : out = {11'd0, A[31:11]};
                5'd12 : out = {12'd0, A[31:12]}; 
                5'd13 : out = {13'd0, A[31:13]};
                5'd14 : out = {14'd0, A[31:14]};
                5'd15 : out = {15'd0, A[31:15]};
                5'd16 : out = {16'd0, A[31:16]};
                5'd17 : out = {17'd0, A[31:17]};
                5'd18 : out = {18'd0, A[31:18]}; 
                5'd19 : out = {19'd0, A[31:19]};
                5'd20 : out = {20'd0, A[31:20]};
                5'd21 : out = {21'd0, A[31:21]};
                5'd22 : out = {22'd0, A[31:22]};
                5'd23 : out = {23'd0, A[31:23]};
                5'd24 : out = {24'd0, A[31:24]};
                5'd25 : out = {25'd0, A[31:25]};
                5'd26 : out = {26'd0, A[31:26]}; 
                5'd27 : out = {27'd0, A[31:27]};
                5'd28 : out = {28'd0, A[31:28]};
                5'd29 : out = {29'd0, A[31:29]};
                5'd30 : out = {30'd0, A[31:30]};
                5'd31 : out = {31'd0, A[31]};
    endcase 
    end
endmodule
`timescale 1ns / 1ps
module shifter(
        input [31:0]        A,
        input [4:0]         shamt,
        output reg [31:0]   out, 
        input [1:0]         shift_sel
    );
 wire [31:0] out_shifter1,out_shifter2,out_shifter3;   
 barrel_shifter_right shifter1 (A,shamt,out_shifter1);
 barrel_shifter_left shifter2 (A,shamt,out_shifter2);
 barrel_arith_shift shifter3 (A,shamt,out_shifter3);
 always  @(*) begin
    case(shift_sel)
        2'b00 : out = out_shifter1;
        2'b01 : out = out_shifter2;
        2'b10 : out = out_shifter3;
        default : out = 32'd0;
 endcase
 end
endmodule
### /design/flow/run.sh
#!/bin/bash
# OpenROAD 26Q1-2900-gdf79404cd8, Yosys 0.63+post, stock flow scripts
make -C /OpenROAD-flow-scripts/flow DESIGN_CONFIG=/design/flow/config.mk WORK_HOME=/design/flow/orfs finish
==> impl_metrics.ini <==
; flow metrics
[global_route]
grt_pass1_wl_mm = 100.9
overflow = 19
grt_start_max_net_pins = 65
grt_use_total = 0.8348
grt_pass1_vias = 14780

[synthesis]
synth_stat.cells = 1362
ys_warn_count = 4
syn_avg_cell_area_sq_um = 6.018
ys_area_sq_um = 8197
synth_top_area_share = 0.1236
common_cells = o22ai_1 (162), nor2_1 (143), a21oi_1 (101)
synthTopCellsByArea = o22ai_1 (12%), nor2_1 (6.5%), a21oi_1 (6.2%)
synthCells = 1362
yosys.stat.seqShare = 0
yosysTopAreaCell = o22ai_1
ys_types = 82
top_cell = o22ai_1
syn-cell-area_sq_um = 8197

[floorplan]
die_width_microns = 130.0
die_h_microns = 130.0
std_cell_rows = 46
initial_utilization = 0.5141
ios = 71

[place]
finalWeightedCongestion = 1.356
dp_hpwl_mm = 41.12
portBuffers = 71
placed_cells = 1531

[cts]
post-cts-setup-buffers = 0
cts_hold_buf = 0
cts-resized-gates = 0

[run_status]
failing_step = global routing (5_1_grt)
firstError = [ERROR GRT-0116] Global routing finished with congestion. Check the congestion regions in the DRC Viewer.
status = stopped before the end
[cell families after synthesis]
family	share of synthesized area
buffers and inverters	0.1383
AND-OR/OR-AND	0.4902
AND/OR/NAND/NOR	0.3244
multiplexers	0.04717
[stage by stage]
| step | util | setup WS [ns] | area, sq um | power (mW) |
|---|---|---|---|---|
| floorplan | - | 5.446 | 8197 | 0.2124 |
| global placement | 0.5491 | 2.999 | 8753 | 0.3799 |
| CTS | 0.5491 | 3.059 | 8753 | 0.3761 |
| detailed placement | 0.5491 | 3.057 | 8753 | 0.3752 |
[per-layer routing]
layer / GRT overflow / GRT usage
met1: 2 / 0.8687
met2: 4 / 0.9118
met3: 6 / 0.7595
met4: 7 / 0.7654
met5: 0 / 0.5588
No activity file was given, so power comes from the tool's default toggle rates.
