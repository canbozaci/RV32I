===== flow/design.v =====
`timescale 1ns / 1ps
module CU(
    input clk,
    input rst,
    input [31:0] fu_out,
    input [31:0] instruction,
    input branch_out_reg,
    input jal_out_reg,
    input jalr_out_reg,
    input [31:0] immediate_in_ID_EX,
    input [31:0] immediate_in_IF_ID,
    input load_use_hazard_out,
    output [31:0] next_pc,
    output [4:0] funct_select,
    output [4:0] rs1,
    output [4:0] rs2,
    output [4:0] rd,
    output [31:0] immediate_out,
    output MB_select,
    output MD_select,
    output MF_select,
    output read_mem,
    output write_mem,
    output load_enable,
    output PC_MUX,
    output branch_out,
    output jal_out,
    output jalr_out,
    output [4:0] branch_select,
    output branch_instr
    );
ID ID_inst(
    .instruction(instruction),
    .funct_select(funct_select), 
    .rs1(rs1),
    .rs2(rs2),
    .rd(rd),
    .immediate_out(immediate_out),
    .MB_select(MB_select),
    .MD_select(MD_select),
    .MF_select(MF_select),
    .read_mem(read_mem),
    .write_mem(write_mem),
    .load_enable(load_enable),
    .PC_MUX(PC_MUX),
    .branch_select(branch_select),
    .branch_instr(branch_instr)
    );
PC PC_inst(
    .clk(clk),
    .rst(rst),
    .instruction(instruction),
    .fu_out(fu_out),
    .immediate_in_ID_EX(immediate_in_ID_EX),
    .immediate_in_IF_ID(immediate_in_IF_ID),
    .branch_out_reg(branch_out_reg),
    .jal_out_reg(jal_out_reg),
    .jalr_out_reg(jalr_out_reg),
    .load_use_hazard_out(load_use_hazard_out),
    .next_pc(next_pc),
    .branch_out(branch_out),
    .jal_out(jal_out),
    .jalr_out(jalr_out)
    );
endmodule
`timescale 1ns / 1ps
module ID(
    input [31:0] instruction,
    output reg [4:0] funct_select, 
    output reg [4:0] rs1,
    output reg [4:0] rs2,
    output reg [4:0] rd,
    output reg [31:0] immediate_out,
    output reg MB_select,
    output reg MD_select,
    output reg MF_select,
    output reg read_mem,
    output reg write_mem,
    output reg load_enable,
    output reg PC_MUX,
    output reg [4:0] branch_select,
    output reg branch_instr
    );
    always @* begin  
        case(instruction[6:2])  
        5'b00000: begin  
            branch_instr = 0;
            PC_MUX = 0;
            rs1 = instruction[19:15];
            rd = instruction[11:7];
            read_mem = 1;
            write_mem = 0;
            MB_select = 1;
            funct_select = 5'b00000;
            MF_select = 0;
            MD_select = 1;
            load_enable = 1;
            case (instruction[14:12])
            3'b000: begin  
            end 
            3'b001: ;  
            3'b010: ;  
            3'b100: ;  
            3'b101: ;  
            endcase
        end
        5'b01000: begin  
            branch_instr = 0;
            PC_MUX = 0;
            rs2 = instruction[24:20];
            rs1 = instruction[19:15];
            read_mem = 0;
            write_mem = 1;
            MB_select = 1;
            funct_select = 5'b00000;
            MF_select = 0;
            MD_select = 0;
            load_enable = 0;
            case (instruction[14:12])
            3'b000: ;  
            3'b001: ;  
            3'b010: ;  
            endcase
        end
        5'b11000: begin  
            branch_instr = 1;
            PC_MUX = 0;
            rs2 = instruction[24:20];
            rs1 = instruction[19:15];
            read_mem = 0;
            write_mem = 0;
            MB_select = 0;
            MF_select = 0;
            load_enable = 0;
            case (instruction[14:12])
            3'b000: branch_select = 5'b00110;  
            3'b001: branch_select = 5'b00111;  
            3'b100: branch_select = 5'b00101;  
            3'b101: branch_select = 5'b01001;  
            3'b110: branch_select = 5'b00100;  
            3'b111: branch_select = 5'b01000;  
            endcase
        end
        5'b00100: begin  
            branch_instr = 0;
            PC_MUX = 0;
            rs1 = instruction[19:15];
            rd = instruction[11:7];
            MB_select = 1;
            MD_select = 0;
            load_enable = 1;
            read_mem = 0;
            write_mem = 0;
            case (instruction[14:12])
            3'b000: begin  
                  funct_select = 5'b00000;
                  MF_select = 0;
            end
            3'b001: begin  
                funct_select = 5'b00001;
                MF_select = 1;
            end 
            3'b010: begin  
                funct_select = 5'b00101 ;
                MF_select = 0;
            end 
            3'b011: begin  
                funct_select = 5'b00100 ;
                MF_select = 0;
            end 
            3'b100: begin  
               funct_select =  5'b00001;
               MF_select = 0;
            end 
            3'b101: begin  
                if (instruction[30]) begin
                    funct_select =  5'b00010;
                    MF_select = 1;
                end
                else begin
                    funct_select =  5'b00000;
                    MF_select = 1;
                end
            end 
            3'b110: begin  
                funct_select =  5'b00010;
                MF_select = 0;
            end 
            3'b111: begin  
                funct_select =  5'b00011;
                MF_select = 0;
            end 
            endcase
        end
        5'b01100: begin  
            branch_instr = 0;
            PC_MUX = 0;
            rs2 = instruction[24:20];
            rs1 = instruction[19:15];
            rd = instruction[11:7];
            MB_select = 0;
            MD_select = 0;
            load_enable = 1;
            read_mem = 0;
            write_mem = 0;
            case (instruction[14:12])
            3'b000: begin  
                if (instruction[30]) begin
                    funct_select =  5'b10000;
                end
                else begin
                    funct_select = 5'b00000;
                end
                MF_select = 0;
            end
            3'b001: begin  
                funct_select = 5'b00001;
                MF_select = 1;
            end 
            3'b010: begin  
                funct_select = 5'b00101 ;
                MF_select = 0;
            end 
            3'b011: begin  
                funct_select = 5'b00100 ;
                MF_select = 0;
            end 
            3'b100: begin  
                funct_select =  5'b00001;
                MF_select = 0;
             end 
            3'b101: begin  
                if (instruction[30]) begin
                     funct_select =  5'b00010;
                     MF_select = 1;
                end
                else begin
                     funct_select =  5'b00000;
                     MF_select = 1;
                end
            end 
            3'b110: begin  
                funct_select =  5'b00010;
                MF_select = 0;
            end 
            3'b111: begin  
                funct_select =  5'b00011;
                MF_select = 0;
             end 
            endcase
        end
        5'b01101: begin  
            branch_instr = 0;
            PC_MUX = 0;
            rs1 = 0;
            read_mem = 0;
            write_mem = 0;
            MB_select = 1;
            funct_select = 5'b00000;
            MF_select = 0;
            MD_select = 0;
            load_enable = 1;
            rd = instruction[11:7];
        end
        5'b00101: begin  
            branch_instr = 0;
            PC_MUX = 1;
            read_mem = 0;
            write_mem = 0;
            MB_select = 1;
            funct_select = 5'b00000;
            MF_select = 0;
            MD_select = 0;
            load_enable = 1;
            rd = instruction[11:7];
        end
        5'b11011: begin  
            branch_instr = 0;
            read_mem = 0;
            PC_MUX = 1;  
            rs2 = 0;
            MB_select = 0;
            funct_select = 5'b00000;
            MF_select = 0;
            MD_select = 0;
            load_enable = 1;
            rd = instruction[11:7];
        end
        5'b11001: begin  
            branch_instr = 0;
            read_mem = 0;
            rs1 = instruction[19:15];
            MB_select = 0;
            funct_select = 5'b00000;
            MF_select = 0;
            MD_select = 0;
            load_enable = 1;
            PC_MUX = 1;
            rd = instruction[11:7];
        end
        endcase
    end
    always @* begin  
	case(instruction[6:2])
		5'b01101,5'b00101 : immediate_out = { instruction[31:12], 12'b0 };  
		5'b11011 : immediate_out = { {12{ instruction[31] }}, instruction[19:12], instruction[20], instruction[30:21], 1'b0 }; 
		5'b11001,5'b00000,5'b00100 : immediate_out = { {21{ instruction[31] }}, instruction[30:20] }; 
		5'b11000 : immediate_out = { {20{ instruction[31] }}, instruction[7], instruction[30:25], instruction[11:8], 1'b0 }; 
		5'b01000 : immediate_out = { {21{ instruction[31] }}, instruction[30:25], instruction[11:7] }; 
		default  : immediate_out = 32'b0;
	endcase
    end
endmodule
`timescale 1ns / 1ps
module PC(
    input  clk,
    input  rst,
    input  [31:0] instruction,
    input  [31:0] fu_out,
    input  [31:0] immediate_in_ID_EX,
    input  [31:0] immediate_in_IF_ID,
    input branch_out_reg,
    input jal_out_reg,
    input jalr_out_reg,
    input load_use_hazard_out,
    output reg [31:0] next_pc,
    output reg branch_out,
    output reg jal_out,
    output reg jalr_out
    );
    always @(posedge clk) begin
        if (rst == 0) begin
            next_pc <= 0;
        end
        else if(load_use_hazard_out) begin
            next_pc <= next_pc;
        end
        else if (jal_out_reg) begin
            next_pc <= next_pc + immediate_in_IF_ID - 32'd4;
        end
        else if (jalr_out_reg) begin
            next_pc <= fu_out; 
        end
        else if (branch_out_reg) begin  
            if(fu_out == 32'd1) begin
                next_pc <= next_pc + immediate_in_IF_ID - 32'd4;
            end
            else begin
                next_pc <= next_pc + 4;
            end
        end
        else begin
            next_pc <= next_pc + 4;
        end
    end
    always @* begin
        case (instruction[6:2])
        5'b11000: begin  
            branch_out = 1;
        end
        5'b11011: begin   
            jal_out = 1;
        end
        5'b11001: begin 
            jalr_out = 1;
        end
        default:  begin 
            branch_out = 0;
            jal_out = 0;
            jalr_out = 0;
        end
        endcase
    end
endmodule

===== flow/run.sh =====
#!/bin/bash
# OpenROAD 26Q1-2900-gdf79404cd8, Yosys 0.63+post, stock flow scripts
make -C /OpenROAD-flow-scripts/flow DESIGN_CONFIG=/design/flow/config.mk WORK_HOME=/design/flow/orfs finish

===== flow/config.mk =====
export PLATFORM = sky130hd
export DESIGN_NAME = CU
export DESIGN_NICKNAME = CU
export VERILOG_FILES = /design/flow/design.v
export SDC_FILE = /design/flow/constraint.sdc
export NUM_CORES = 4
export LEC_CHECK = 1
export CORE_UTILIZATION = 50

===== flow/constraint.sdc =====
current_design CU

set clk_period 12.7
set clk_io_pct 0.2

create_clock -name clk0 -period $clk_period [get_ports {clk}]

set non_clock_inputs [all_inputs -no_clocks]
set_input_delay [expr $clk_period * $clk_io_pct] -clock clk0 $non_clock_inputs
set_output_delay [expr $clk_period * $clk_io_pct] -clock clk0 [all_outputs]

==> metrics.cfg <==
[run_status]
run_status = completed

[worst_setup_path]
cp.required_ps = 10160
worst_setup_path_end_kind = output pin
critical_path.cell_chain = clkdlybuf4s50_1 -> nor2b_1 -> nand3_1 -> inv_1 -> nand2_1 -> nand2_1 -> nand2_1 -> nand2_1 -> clkdlybuf4s50_1
cp.arrival_ps = 4950
crit_path_max_fanout = 11
setup.reg_to_reg.worst_slack_ps = 9190
cpPeakStageDelay_ps = 690
ff_to_ff_path_depth = 12
cell_occurring_most_often_along_the_worst_timing_path = sky130_fd_sc_hd__nand2_1
class_of_the_most_critical_setup_path = input pin to output pin
timing.critical_path.from_type = input pin
critical_path_cell_with_the_highest_stage_delay = sky130_fd_sc_hd__clkdlybuf4s50_1

[logic_synthesis]
yosys-top-cells-count = sky130_fd_sc_hd__inv_1, sky130_fd_sc_hd__nand2_1, sky130_fd_sc_hd__ha_1
yosys-top-cells-area = sky130_fd_sc_hd__ha_1, sky130_fd_sc_hd__dfxtp_1, sky130_fd_sc_hd__inv_1
synthDistinctLibCells = 75
synthesized_cell_area_um2 = 5890
asyncSetResetFlopFracSynth_pct = 0
post_synth_inst_count = 837
synth_dominant_cell_count = sky130_fd_sc_hd__inv_1
synth-seq-cells = 66
synth_top_cell_by_area = sky130_fd_sc_hd__ha_1
synth.yosys.warnings = 2
synthFlopType = sky130_fd_sc_hd__dlxtn_1
synth-edff-count = 0
synth-cells-yosys = 837
yosysTopAreaCellShare_pct = 13.2
post_syn_area_per_cell_um2 = 7.03
synth.yosys.chip_area_um2 = 5890

[drt]
route.detailed.wl_per_inst_um = 16.4
via_per_inst = 5.65
dr.first_iter.drc_count = 351
antenna_violating_nets_post_route = 0
num_antenna_cells = 0
iteration_tally_of_the_first_detailed_router_pass = 5
detail_route.drc_violations = 0
totalWireLength_um = 19000
vias = 6560

[global_route]
vias_in_the_first_global_route = 6077
grt_max_degree = 42
grt_pass1_wl_um = 30200
initial_antenna_violation_count = 0
grtUsageTotal_pct = 31.0
grt_overflow = 0
met3_usage_pct = 3.30
gr-max-usage-layer = met2
grt_util_met1_pct = 42.2
use_met2_pct = 53.5

[cts]
clkTransAtPathRegs_ps = 60
tritoncts = built
cts_inserted_buffers = 5
cts_repair_resize_count = 0
cts.path.max_buffers = 2
insertion_delay_ps = 290
htree_levels = 2
cts_hold_buffers = 0
cts_setup_buffers = 0
ctsRootBufferMaster = sky130_fd_sc_hd__clkbuf_16

[sta]
unrepaired_setup_endpoints_after_global_routing = no
transition_time_at_the_pin_with_the_least_slew_margin_ps = 763
timing.fmax_mhz = 134
setup_viol = 0
worst_slew_margin_rel_pct = 49.0
final-max-slew-violation-count = 0
count_of_endpoints_without_a_timing_constraint = 68
setup_slack_ps = 5210
period_minus_slack_ps = 7490
final.period_utilization_pct = 58.9
unclocked_pins = 34
worst_clock_skew_ps = 8.30
timing.setup.tns_ps = 0
final_hold_viol_count = 0

[finish]
top_reg_by_flops = PC_inst.next_pc
largest_register_ff_count = 32
fraction_of_layout_instances_using_a_drive_strength_above_1_pct = 3.54
syn_to_final_growth_pct = 37.4
fillerInstances = 904

[floorplan]
die-width_um = 111
fp_util_pct = 51.3
die_y_extent_um = 111
fp-row-count = 39
core_area_um2 = 11500
pin_count = 234
chip_area_um2 = 12200

[power_and_ir_drop]
p_leak_nw = 3.65
cellPowerDensity_nw_per_um2 = 89.1
ir_worst_vdd_mv = 0.0675

[placed_design]
gpl.final_weighted_congestion = 0.992
setup_ws_pre_cts_ps = 5240
dp.final_hpwl_um = 15000
numPortBuffers = 197

[worst_hold_path]
min_path_type = flop to flop
whs_path_depth = 1

[flow_run]
number_of_violations_of_the_max_capacitance_limit = 0
log.warning_count = 60

-- stage by stage --
| step | std cells | total power, mW | utilization, % | area, um^2 | hold slack (ps) |
|---|---|---|---|---|---|
| 4_1_cts | 1161 | 0.719 | 70.6 | 8090 | 507 |
| 3_5_place_dp | 1153 | 0.570 | 69.1 | 7920 | 492 |
| 3_3_place_gp | 1153 | 0.567 | 69.1 | 7920 | 496 |
| 2_1_floorplan | 838 | 0.424 | - | 5890 | 452 |
| 5_1_grt | 1161 | 0.778 | 70.6 | 8090 | 538 |
| 6_report | 1161 | 0.720 | 70.6 | 8090 | 508 |
-- power by group --
part,internal (mW),switching (mW)
Sequential,0.124,0.0207
Combinational,0.211,0.223
Clock,0.0922,0.0505
Total,0.426,0.294
-- layout by cell type, fill, tap and decap left out, types with 5 or more instances in the layout --
cell / netlist / final
sky130_fd_sc_hd__nand2_1: 88 / 88
sky130_fd_sc_hd__o21ai_1: 6 / 6
sky130_fd_sc_hd__dfxtp_1: 32 / 32
sky130_fd_sc_hd__nor3_1: 25 / 25
sky130_fd_sc_hd__clkdlybuf4s50_1: 0 / 197
sky130_fd_sc_hd__nor2b_1: 11 / 11
sky130_fd_sc_hd__ha_1: 62 / 62
sky130_fd_sc_hd__a21o_1: 17 / 17
sky130_fd_sc_hd__xor2_1: 9 / 9
sky130_fd_sc_hd__a22o_1: 6 / 6
sky130_fd_sc_hd__a211oi_1: 10 / 10
sky130_fd_sc_hd__nand3_1: 18 / 18
sky130_fd_sc_hd__and3_1: 5 / 5
sky130_fd_sc_hd__buf_4: 2 / 13
sky130_fd_sc_hd__inv_1: 134 / 134
sky130_fd_sc_hd__nor4_1: 9 / 9
sky130_fd_sc_hd__dlxtn_1: 33 / 33
sky130_fd_sc_hd__a31oi_1: 7 / 7
sky130_fd_sc_hd__nor2_1: 53 / 53
sky130_fd_sc_hd__clkbuf_16: 0 / 5
sky130_fd_sc_hd__o21ai_0: 42 / 42
sky130_fd_sc_hd__a22oi_1: 14 / 14
sky130_fd_sc_hd__a221oi_1: 14 / 14
sky130_fd_sc_hd__and2_1: 12 / 12
sky130_fd_sc_hd__xnor2_1: 39 / 39
sky130_fd_sc_hd__nand4_1: 12 / 12
sky130_fd_sc_hd__o211a_1: 5 / 5
sky130_fd_sc_hd__a21oi_1: 56 / 56
-- critical path: cells and delay by family --
kind | cells | cell delay (ps)
buf+inv | 3 | 1300
simple gates | 6 | 1090
-- worst paths after layout --
| check | from | to |
|---|---|---|
| setup / recovery | instruction[5] | immediate_out[15] |
| hold / removal | PC_inst.next_pc[13]$_SDFFE_PN0N_ | PC_inst.next_pc[13]$_SDFFE_PN0N_ |
| setup reg to reg | PC_inst.next_pc[2]$_SDFFE_PN0N_ | PC_inst.next_pc[27]$_SDFFE_PN0N_ |
| hold reg to reg | PC_inst.next_pc[13]$_SDFFE_PN0N_ | PC_inst.next_pc[13]$_SDFFE_PN0N_ |
-- layout make-up --
class | count | area, um^2 | area share (%)
Multi-Input combinational cell | 600 | 4020 | 49.7
Timing Repair Buffer | 210 | 2070 | 25.6
Sequential cell | 66 | 1150 | 14.2
Inverter | 134 | 503 | 6.22
Tap cell | 143 | 179 | 2.21
Clock buffer | 5 | 125 | 1.55
Clock inverter | 3 | 42.5 | 0.526
-- cell families after synthesis --
| logic type | share of synthesized area [%] |
|---|---|
| mux | 0.340 |
| other cells | 0.0637 |
| compound gates | 25.6 |
| fa+ha+maj | 13.5 |
| flops | 10.9 |
| simple gates | 21.6 |
| buf+inv | 12.2 |
| latches | 8.67 |
| xor+xnor | 7.14 |
-- routing by layer --
layer / wire length [um] / vias to the layer above
met5: 0 / -
met4: 427 / 0
met3: 1280 / 33
met2: 9160 / 276
met1: 8130 / 2999
li1: - / 3252
Power is estimated from default activity; no workload was simulated.
